**/design/flow/run.sh**
```bash
#!/bin/bash
# OpenROAD 26Q1-2900-gdf79404cd8, Yosys 0.63+post, stock flow scripts
make -C /OpenROAD-flow-scripts/flow DESIGN_CONFIG=/design/flow/config.mk WORK_HOME=/design/flow/orfs finish
```
**/design/flow/config.mk**
```make
export PLATFORM = sky130hd
export DESIGN_NAME = alu_4bit
export DESIGN_NICKNAME = alu_4bit
export VERILOG_FILES = /design/flow/design.v
export SDC_FILE = /design/flow/constraint.sdc
export NUM_CORES = 4
export LEC_CHECK = 1
export CORE_AREA = 10 10 70 70
export DIE_AREA = 0 0 80 80
```
**/design/flow/constraint.sdc**
```tcl
current_design alu_4bit

set clk_period 3.7
set clk_io_pct 0.2

create_clock -name clk0 -period $clk_period

set non_clock_inputs [all_inputs -no_clocks]
set_input_delay [expr $clk_period * $clk_io_pct] -clock clk0 $non_clock_inputs
set_output_delay [expr $clk_period * $clk_io_pct] -clock clk0 [all_outputs]
```
**/design/flow/design.v**
```verilog
`timescale 1ps / 1ps
module alu_4bit (
    input wire [3:0] a,      
    input wire [3:0] b,      
    input wire s0,           
    input wire s1,           
    input wire alu_en,       
    output wire [7:0] result  
);
wire [3:0] add_out, sub_out;
wire [7:0] mul_out;
wire comp_result;
wire carry, borrow;
parallel_adder add_module (a, b, 1'b0, add_out, carry);
parallel_subtractor sub_module (a, b, sub_out, borrow);
multiplier_4bit mul_module (a, b, mul_out);
comparator_4bit comp_module (a, b, comp_result);
wire [7:0] add_result, sub_result, mul_result, comp_result_expanded;
assign add_result = {4'b0000, add_out} & {8{~s0 & ~s1 & alu_en}};  
assign sub_result = {4'b0000, sub_out} & {8{s0 & ~s1 & alu_en}};   
assign mul_result = mul_out & {8{~s0 & s1 & alu_en}};             
assign comp_result_expanded = {7'b0000000, comp_result} & {8{s0 & s1 & alu_en}};  
assign result = add_result | sub_result | mul_result | comp_result_expanded;
endmodule
`timescale 1ps / 1ps
module comparator_4bit (
    input wire [3:0] a,      
    input wire [3:0] b,      
    output wire a_gte_b      
);
wire [3:0] diff;   
wire bout;         
parallel_subtractor ps (a, b, diff, bout);
assign a_gte_b = bout;
endmodule
`timescale 1ps / 1ps
module full_adder (
    input wire a,
    input wire b,
    input wire cin,
    output wire sum,
    output wire cout
);
wire s1, c1, c2;
half_adder h1 (a, b, s1, c1);
half_adder h2 (s1, cin, sum, c2);
assign cout = c1 | c2;
endmodule
`timescale 1ps / 1ps
module half_adder (
    input wire a,
    input wire b,
    output wire sum,
    output wire cout
);
assign sum = a ^ b;
assign cout = a & b;
endmodule
`timescale 1ps / 1ps
module multiplier_4bit (
    input wire [3:0] a,        
    input wire [3:0] b,        
    output wire [7:0] product  
);
wire [3:0] pp0, pp1, pp2, pp3; 
wire [7:0] sum1, sum2, sum3;  
wire c1, c2, c3;
assign pp0 = a & {4{b[0]}};  
assign pp1 = a & {4{b[1]}};  
assign pp2 = a & {4{b[2]}};  
assign pp3 = a & {4{b[3]}};  
parallel_adder adder1 (pp0, {pp1[3:0], 1'b0}, 1'b0, sum1[3:0], c1);
assign sum1[7:4] = {3'b000, c1};
parallel_adder adder2 (sum1[3:0], {pp2[3:0], 2'b00}, 1'b0, sum2[3:0], c2);
assign sum2[7:4] = {3'b000, c2};
parallel_adder adder3 (sum2[3:0], {pp3[3:0], 3'b000}, 1'b0, product[3:0], c3);
assign product[7:4] = {3'b000, c3};
endmodule
`timescale 1ps / 1ps
module parallel_adder (
    input wire [3:0] a,
    input wire [3:0] b,
    input wire cin,
    output wire [3:0] sum,
    output wire cout
);
wire c1, c2, c3;
full_adder fa0 (a[0], b[0], cin, sum[0], c1);
full_adder fa1 (a[1], b[1], c1, sum[1], c2);
full_adder fa2 (a[2], b[2], c2, sum[2], c3);
full_adder fa3 (a[3], b[3], c3, sum[3], cout);
endmodule
`timescale 1ps / 1ps
module parallel_subtractor (
    input wire [3:0] a,      
    input wire [3:0] b,      
    output wire [3:0] diff,  
    output wire bout         
);
wire [3:0] b_complement;    
wire c1, c2, c3;            
assign b_complement = ~b;
full_adder fa0 (a[0], b_complement[0], 1'b1, diff[0], c1);  
full_adder fa1 (a[1], b_complement[1], c1, diff[1], c2);
full_adder fa2 (a[2], b_complement[2], c2, diff[2], c3);
full_adder fa3 (a[3], b_complement[3], c3, diff[3], bout);  
endmodule
```
==> ci_impl_report.md <==
## PnR job results

| Metric | Value |
|---|---|
| Initial cell density of the core | `14.32%` |
| DIE HEIGHT | `80 µm` |
| Slew Viols, Final | `0` |
| Setup Crit Path Kind | `in -> out` |
| Synthesized area per cell | `8.020 µm²` |
| Cts hold-fix bufs | `0` |
| CP Launch Type | `primary input` |
| Vias per cell | `3.408` |
| Vias in the first global route | `482` |
| Max stage delay on crit path | `0.55 ns` |
| DP Cell Count | `128` |
| Worst VDD drop | `0.05158 mV` |
| Share of layout cells above drive strength 1 | `40.48%` |
| Wirelength, routed | `1319 µm` |
| Slowest stage cell, crit path | `fa_1` |
| Layout Cells excl Fill | `130` |
| Mapped Area | `489.2 µm²` |
| CP top delay family | `adder cells` |
| Total number of vias | `443` |
| N_diodes | `0` |
| Gate count after technology mapping | `61` |
| Final period util | `99.14%` |
| Worst hold margin | `2.205 ns` |
| Floorplan row count | `21` |
| Crit Path Max Fanout | `3` |
| FFs & Latches | `0` |
| P_leak | `0.3774 nW` |
| Tool Warnings | `37` |
| DPL Wire Length | `1142 µm` |
| Iteration-0 DRC count of the detailed router | `18` |
| DRC viols | `0` |
| YS chip area | `489.2 µm²` |
| First-pass DRT Iterations | `4` |
| Grt ovf | `0` |
| Initial antenna violation count | `0` |
| HP Start | `alu_en` |
| Worst slack at placement | `-0.6167 ns` |
| Most common logic cells in the final layout | `inv_1 (8), nand2_1 (8), buf_4 (8)` |
| Synth area leader | `fa_1` |
| GP Congestion | `0.8464` |
| Core Util, Final | `23.33%` |
| WP data arrival | `2.93 ns` |
| Area Overhead vs Synth | `62.92%` |
| Nature of the critical path endpoint | `output pin` |
| GRT Total Usage | `4.216%` |
| Clkbuf count | `0` |
| Wire per inst | `10.15 µm` |
| RSZ-0062 raised after global routing | `yes` |
| Largest net degree at the start of global routing | `10` |
| Count of buffers from port buffering | `16` |
| Crit path cell chain | `buf_8, and2_4, ha_4, fa_1, ha_2, xor2_1, xnor2_1, xnor2_1, ha_2, nand3_2, nand2_1, buf_2` |
| Area share, top type | `24.55%` |
| Status | `finished clean` |
| Max Fclk | `0.2726 GHz` |
| Yosys Instances | `61` |
| CP required | `2.96 ns` |
| Critical path buffers and inverters | `2` |
| Yosys warning tally | `3` |
| Setup Viol. Count Final | `0` |
| Global-route wire length before repair | `2270 µm` |
| Die Wd | `80 µm` |
| Worst min-delay path class | `in -> out` |
| Die area | `6400 µm²` |
| Pwr Density | `111.2 nW/µm²` |
| Post-synthesis sequential area ratio | `0%` |
| Design Power | `0.08861 mW` |
| Final Hold Viols | `0` |
| Core region area | `3416 µm²` |
| Post-route setup slack | `0.03183 ns` |
| Antenna Nets Post-Route | `0` |
| FF/Latch Area | `0 µm²` |
| Fin crit period | `3.668 ns` |
| Max Cap Viol | `0` |
| Top cells, area | `fa_1 (25%), ha_1 (18%), inv_1 (7.7%), nand2_1 (6.1%), xnor2_1 (5.4%)` |
| Critical Path Source | `a[1]` |
| Ports | `19` |
| Post-synthesis cell type count | `23` |
power by group:
group	switching, mW	leakage (nW)	internal [mW]
registers	0	0	0
logic	0.0385	0.377	0.0501
clock network	0	0	0
kinds of logic after synthesis:
| kind of cell | after synthesis | share of synthesized area [%] |
|---|---|---|
| AND/OR/NAND/NOR | 21 | 21.49 |
| buffers and inverters | 14 | 14.58 |
| adder cells (fa/ha/maj) | 13 | 42.46 |
| AND-OR/OR-AND | 7 | 11.77 |
| XOR/XNOR | 5 | 8.953 |
| other | 1 | 0.7665 |
timing repair:
action,4_1_cts,5_1_grt
resized,38,12
buffers inserted,1,1
pin swaps,16,8
cloned,0,0
setup endpoints to repair,5,3
metal layers:
metal	share of wire (%)	wire (µm)	up-vias	GRT usage, %
met5	0	0	-	0
met4	0	0	0	0
met3	7.6	100	0	1.136
met2	30	394	19	4.976
met1	63	825	193	7.370
li1	-	-	231	-
worst min-delay path, cell delays in order:
cell and delay [ns]:
clkdlybuf4s50_1 0.49, nand3_2 0.09, nand2_1 0.04, buf_2 0.10
cell usage after synthesis (all sizes together) (2+ instances only):
library cell	count
nand2b	2
and2	3
xnor2	3
fa	6
nor2	4
buf	4
a21boi	2
inv	10
ha	7
nand2	8
xor2	2
a21o	2
worst paths after layout:
| check | cells after the start | endpoint | slack [ns] |
|---|---|---|---|
| worst min-delay path | 4 | result[3] | 2.20 |
| worst max-delay path | 12 | result[3] | 0.03 |
stage by stage:
step	area (µm²)	setup TNS, ns
5_1_grt	797.0	-0.09124
3_5_place_dp	733.2	-2.114
3_3_place_gp	733.2	-2.088
6_report	797.0	0
4_1_cts	767.0	-0.07617
2_1_floorplan	496.7	0
final cells by class:
cell class	count	area (µm²)
timing repair buffer	25	226.5
inverter	10	37.54
multi-input combinational	49	475.5
fill	384	2619
tap	46	57.56
Power and IR drop assume default switching activity.
