[run.sh]
#!/bin/bash
# OpenROAD 26Q1-2900-gdf79404cd8, Yosys 0.63+post, stock flow scripts
make -C /OpenROAD-flow-scripts/flow DESIGN_CONFIG=/design/flow/config.mk WORK_HOME=/design/flow/orfs finish
[config.mk]
export PLATFORM = sky130hd
export DESIGN_NAME = control_logic
export DESIGN_NICKNAME = control_logic
export VERILOG_FILES = /design/flow/design.v
export SDC_FILE = /design/flow/constraint.sdc
export NUM_CORES = 4
export LEC_CHECK = 1
export CORE_AREA = 10 10 70 70
export DIE_AREA = 0 0 80 80
[constraint.sdc]
current_design control_logic

set clk_period 1.7
set clk_io_pct 0.2

create_clock -name clk0 -period $clk_period [get_ports {clk}]

set non_clock_inputs [all_inputs -no_clocks]
set_input_delay [expr $clk_period * $clk_io_pct] -clock clk0 $non_clock_inputs
set_output_delay [expr $clk_period * $clk_io_pct] -clock clk0 [all_outputs]
[design.v]
`timescale 1ps / 1ps
module D_Flip_Flop (
    input D,
    input CLK,
    input EN,
    input CLR,
    input L,
    output Q,
    output Q_bar
);
    reg temp;
    always @(posedge CLK or posedge CLR) begin
        if (CLR) begin
            temp <= 1'b0;  
        end else if (EN) begin
            if (L) begin
                temp <= D;  
            end
        end
    end
    assign Q = temp;
    assign Q_bar = ~temp;
endmodule
`timescale 1ns / 1ps
module Decoder3to8 (
    input [2:0] address,
    output [7:0] row_select
);
    wire a0_not, a1_not, a2_not;
    not (a0_not, address[0]);
    not (a1_not, address[1]);
    not (a2_not, address[2]);
    and (row_select[0], a2_not, a1_not, a0_not);
    and (row_select[1], a2_not, a1_not, address[0]);
    and (row_select[2], a2_not, address[1], a0_not);
    and (row_select[3], a2_not, address[1], address[0]);
    and (row_select[4], address[2], a1_not, a0_not);
    and (row_select[5], address[2], a1_not, address[0]);
    and (row_select[6], address[2], address[1], a0_not);
    and (row_select[7], address[2], address[1], address[0]);
endmodule
`timescale 1ps / 1ps
module control_logic (
	input clk,
	input reset,
	input C,
	output [2:0] Q,
	output [7:0] T,
	);
	wire [2:0] D;
	wire [2:0] Q_bar;
	assign D[2] = (Q[1] & (Q[2] ^ Q[0]))| (Q[2] & ~Q[1]) ; 
	assign D[1] = Q[1] ^ Q[0];
	assign D[0] = ~Q[0] | (~Q[2] & Q[1] & Q[0] & C) ;
	D_Flip_Flop D0 (
    .D(D[0]),
    .CLK(clk),
    .EN(1'b1),
    .CLR(reset),
    .L(1'b1),
    .Q(Q[0]),
    .Q_bar(Q_bar[0])
	);
	D_Flip_Flop D1 (
    .D(D[1]),
    .CLK(clk),
    .EN(1'b1),
    .CLR(reset),
    .L(1'b1),
    .Q(Q[1]),
    .Q_bar(Q_bar[1])
	);
	D_Flip_Flop D2 (
    .D(D[2]),
    .CLK(clk),
    .EN(1'b1),
    .CLR(reset),
    .L(1'b1),
    .Q(Q[2]),
    .Q_bar(Q_bar[2])
	);
	Decoder3to8 decoder(
	.address(Q),
	.row_select(T)
	);
endmodule
==> impl_metrics.toml <==
# synthesis and place-and-route metrics
[placed_design]
hpwlAfterDp_um = 588
place_congestion = 0.670
portBuffers = 13
dpl_cell_area_um2 = 410

[power_and_ir_drop]
ir_worst_vdd_v = 0.000338
swShare_pct = 32.4
p_comb_share_pct = 66.1
internal_power_mw = 0.627
pwr-share-seq_pct = 20.6
p_clk_share_pct = 13.3
power.leakage_nw = 0.249
power_switching_mw = 0.300
powerDensity_nw_per_um2 = 1830

[drt]
firstDrtPassIters = 3
final_antenna_net_count = 0
vias_per_cell = 2.54
drt_iter0_markers = 2
drc_errors = 0
wl_per_cell_um = 8.78
routed_wl_um = 817
dr_total_vias = 236
n_antenna_cell = 0

[setup_path]
critPathRequiredTime_ns = 1.36
cp_num_buf_inv = 1
crit_path_end_kind = "primary output"
cpPeakStageDelay_ns = 0.46
crit_chain = "and3_1, clkdlybuf4s50_1"
worstSetupStartpointType = "flip-flop"
worstPathArrival_ns = 1.31
crit_path_max_fanout = 9
path_delay_family = "buffers and inverters"
slowest_stage = "clkdlybuf4s50_1"
path_class = "flip-flop to primary output"

[clocking]
clk_pin_slew_ns = 0.04
cts.sinks = 3
clk_path_buf_depth = 2
clk_latency_ns = 0.23
cts_buffers = 3
htreeDepth = 1
cts_tree = "built"
clockRootBuffer = "clkbuf_4"
postCtsHoldBufs = 0

[finish]
drive_above_1_share_pct = 53.2
final_area_um2 = 507
area_growth_pct = 91.9
layout_top_cell = "buf_4"
postLayoutCoreUtil_pct = 14.8
final_cell_mix = "buf_4 (10), clkdlybuf4s50_1 (7), dlygate4sd2_1 (5)"

[grt]
antenna_found_initial = 0
grtUsageTotal_pct = 2.41
globalRouteOverflowTotal = 0
grt_pass1_wl_um = 1190
grt_pass1_vias = 232
grt_max_degree = 11

[logic_synthesis]
syn_area_um2 = 264
ys_ff = 3
ys_area_um2 = 264
yosysUniqueCellTypes = 14
synth_stat.cells = 24
syn_inst = 24
syn_avg_cell_area_um2 = 11.0
synth-warning-count = 1
ys_seq_share_pct = 28.4

[timing]
worst_pin_slew_ns = 0.164
timing.final.crit_share_pct = 96.9
finClkSkew_ns = 0.000118
fmax_mhz = 607
rsz0062_at_grt = "true"
setup_violations = 0
hold_ws_ns = 0.278
slew_headroom_pct = 89.1
period_minus_slack_ns = 1.65
finalHoldViolations = 0
finalMaxSlewViolations = 0

[floorplanning]
initCoreUtil_pct = 7.73
die_h_um = 80
die-area_um2 = 6400
io_pins = 14
rows = 21
dieWidth_um = 80
core_area_um2 = 3420

[run_status]
status = "complete, no violations"

[run]
warning_count = 27
cap_violations = 0

[worst_hold_path]
min_path_type = "input pin to asynchronous set/reset pin"
==> cell families (layout without fill, tap and decap cells) <==
group	count (synthesis)	in the layout	synth area share, %
and+or+nand+nor	12	12	36.5
buffers and inverters	7	30	22.7
DFF	3	3	28.4
xor gates and xnor gates	2	2	12.3
==> repair_timing <==
action                     CTS  global route
pin swaps                    1             0
setup buffers                3             7
setup endpoints to repair   11             5
hold endpoints to repair     0             0
resized                      8             2
==> power groups by stage <==
stage	Clock (mW)	Sequential (mW)	Combinational, mW
5_1_grt	0.132	0.201	0.670
4_1_cts	0.133	0.230	0.479
6_report	0.124	0.191	0.613
==> per-layer routing <==
layer | GRT usage [%] | wire length [um] | part of all wire [%] | up-vias
li1 | - | - | - | 118
met1 | 2.40 | 283 | 35 | 113
met2 | 4.17 | 475 | 58 | 5
met3 | 1.36 | 58 | 7.1 | 0
met4 | 0.704 | 0 | 0 | 0
met5 | 0 | 0 | 0 | -
==> per-stage QoR <==
stage / setup TNS (ns) / cells / worst slack [ns] / power (mW)
after global routing: -0.00643 / 93 / -0.00643 / 1.00
after CTS: -0.0606 / 86 / -0.0308 / 0.841
after detailed placement: 0 / 79 / 0.0580 / 0.675
final: 0 / 93 / 0.0535 / 0.927
after floorplan: 0 / 24 / 0.684 / 0.494
after global placement: 0 / 79 / 0.0798 / 0.667
==> final timing paths <==
path,start,end,slack (ns),cells past startpoint
max,D0.temp,T[7],0.05,2
min,reset,D1.temp,0.28,2
max reg2reg,D0.temp,D1.temp,0.71,3
min reg2reg,flip-flop,flip-flop,0.74,3
max in group asynchronous,reset,asynchronous set/reset pin,1.28,2
min in group clk0,C,D0.temp,0.67,3
==> cells in the mapped netlist (all sizes together) <==
master,number,area [um2]
and3,1,6.26
nor3b,3,37.5
xor2,1,16.3
nor2,2,7.51
buf,6,56.3
nand3b,1,7.51
and3b,1,8.76
inv,1,3.75
nor3,1,10.0
xnor2,1,16.3
nand2,3,18.8
dfrtp,3,75.1
==> layout make-up <==
cell class / count / area, um2
clock buffer: 4 / 26.3
fill: 395 / 2910
inverter: 1 / 3.75
multi-input combinational: 14 / 129
sequential: 3 / 78.8
tap: 46 / 57.6
timing repair buffer: 25 / 211
No activity file was given, so power comes from the tool's default toggle rates.
